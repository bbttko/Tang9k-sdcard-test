## flow/design.v

```verilog
`timescale 1ns / 1ps
module fifo
	#(parameter W=4,B=8)
	(
        input clk,rst_n,
        input wr,rd,
        input[B-1:0] wr_data,
        output[B-1:0] rd_data,
        output reg full,empty
    );
    initial begin
        full=0;
		empty=1;
    end
    reg[W-1:0] rd_ptr=0,wr_ptr=0;
    reg[B-1:0] array_reg[2**W-1:0];
	 always @(posedge clk) begin
		if (wr && !full && !(wr && rd && empty) )
            array_reg[wr_ptr]=wr_data;
	 end
	 assign rd_data=array_reg[rd_ptr];
	 always @(posedge clk,negedge rst_n) begin
		if(!rst_n) begin
			rd_ptr=0;
			wr_ptr=0;
			full=0;
			empty=1;
		end else begin
			case({rd,wr})
				2'b01: if(!full) begin
							wr_ptr=wr_ptr+1;
							empty=0;
							full=(wr_ptr==rd_ptr);
						end
				2'b10: if(!empty) begin
							rd_ptr=rd_ptr+1;
							full=0;
							empty=(rd_ptr==wr_ptr);
						end
				2'b11: if(!empty && !full) begin
								rd_ptr=rd_ptr+1;
								wr_ptr=wr_ptr+1;
						end
			endcase
		end
	end
endmodule
```

## flow/run.sh

```bash
#!/bin/bash
# OpenROAD 26Q1-2900-gdf79404cd8, Yosys 0.63+post, stock flow scripts
make -C /OpenROAD-flow-scripts/flow DESIGN_CONFIG=/design/flow/config.mk WORK_HOME=/design/flow/orfs finish
```

## flow/config.mk

```make
export PLATFORM = sky130hd
export DESIGN_NAME = fifo
export DESIGN_NICKNAME = fifo
export VERILOG_FILES = /design/flow/design.v
export SDC_FILE = /design/flow/constraint.sdc
export NUM_CORES = 4
export LEC_CHECK = 1
export CORE_UTILIZATION = 40
```

## flow/constraint.sdc

```tcl
current_design fifo

set clk_period 7.3
set clk_io_pct 0.2

create_clock -name clk0 -period $clk_period [get_ports {clk}]

set non_clock_inputs [all_inputs -no_clocks]
set_input_delay [expr $clk_period * $clk_io_pct] -clock clk0 $non_clock_inputs
set_output_delay [expr $clk_period * $clk_io_pct] -clock clk0 [all_outputs]
```

==> summary.txt <==
outcome = complete, no violations
CP Buf/Inv Count = 2
critical path class = flop to output pin
Initial Util = 41.0%
chip area = 14800 sq um
initial antenna violation count = 0
Residual DRC = 0
wire per inst = 20.5 um
Via Count = 2830
H-Tree Depth = 4
tool warning count = 28
clock tree root driver cell = clkbuf_16
total grt overflow = 0
Area Growth Syn to Fin = 16.1%
Post-synth EDFFs = 128
Top cells by area = edfxtp_1 (67%), mux4_2 (5.9%), mux2i_1 (5.6%)
instance tally after logic synthesis = 308
TritonRoute pass-1 iters = 4
leakage = 0.00229 uW
Max VDD drop = 0.000197 V
mean post-synth cell area = 18.6 sq um
top cells by count, synth = edfxtp_1 (128), mux2i_1 (32), mux4_2 (15)
Yosys warnings = 1
total track usage = 17.8%
Layout fillers = 1122
Clock transition at path regs = 0.06 ns
Vias/cell = 5.35
ant diodes = 0
fraction of registers with async set or reset after synthesis = 7.25%
Clock Latency Late Sink = 0.42 ns
arrival time worst endpoint = 3.22 ns
tally of unique sky130hd cells used after synthesis = 36
IO Port Bufs = 21
Max-Cap Viols = 0
GP Congestion = 0.810
drt total wl = 10900 um
core area = 13900 sq um
PostCTS Resize Cnt = 0
DP Worst Slack = 3.03 ns
die width = 122 um
worst rel slew slack = 36.7%
Worst path slowest cell = dfrtp_2
data required time of the worst path = 5.84 ns
final core occ = 47.6%
post-route setup TNS = 0 ns
hold buffer count at cts = 0
vias in the first global route = 3110
Routed Antenna Nets = 0
yosys xor share = 2.30%
Most common reg cell = edfxtp_1
count leader, synth = edfxtp_1
CP Launch Type = flop
mux share = 12.2%
maximum fanout along the worst path = 36
main logic family after synthesis = multiplexers
MI comb area = 1470 sq um
layout cell share with drive strength beyond 1 = 19.5%
TritonCTS clock tree = yes
Simple Share, Synth = 3.74%
post-CTS setup buffers = 0
Final Hold Vio Count = 0
Final Cycle Share = 64.1%
Synth Register Bits = 138
Seq/Total Area, Yosys = 71.6%
largest net degree at the start of global routing = 37
cts bufs inserted = 17
Worst Tran Pin Value = 0.948 ns
max frequency = 214 MHz
Starting DRT DRC Count = 154
Max Buffers Root-to-Sink = 2
Slew Limit Fails = 0
post-synthesis adder-cell area fraction = 1.09%
CP cell instances = buf_4, mux2i_1, a221oi_1, o21ai_0, nand2_1, clkdlybuf4s50_1
CP top delay family = buffers and inverters
RSZ-0062 raised after global routing = no
Setup Skew = 0.00576 ns
FP Rows = 43
Yosys Chip Area = 5720 sq um
Hold WC Path Type = flop to flop
clk sinks = 138
Compound Share, Synth = 6.46%
Flop area = 4100 sq um
setup ws final = 2.62 ns
Post-Syn Area = 5720 sq um
# setup viols final = 0
Top-Level Pins = 22
Power Density = 408 nW/um^2
crit end category = output pin
Die Y = 122 um
hpwl dp = 6800 um
Max-area cell share = 67.2%
Synth area leader = edfxtp_1
Tmin final = 4.68 ns
max reg flops = 128
ys cells = 308
first-pass GRT wire length = 17700 um
slowest stage delay, CP = 0.69 ns
[metrics by stage]
step | instance area [sq um] | total power [uW] | cells | hold slack (ns)
5_1_grt | 6640 | 2870 | 529 | 0.581
3_3_place_gp | 6060 | 1920 | 497 | 0.537
6_report | 6640 | 2710 | 529 | 0.549
3_5_place_dp | 6060 | 1920 | 497 | 0.552
4_1_cts | 6640 | 2740 | 529 | 0.553
2_1_floorplan | 5720 | 1650 | 308 | 0.504
[worst paths after layout]
path                                       start                         end  slack (ns)  cells past startpoint
hold / removal                 empty$_DFFE_PN1P_           empty$_DFFE_PN1P_        0.55                      2
max in group asynchronous                  rst_n       rd_ptr[0]$_DFFE_PN0P_        5.58                      1
setup reg to reg               empty$_DFFE_PN1P_  array_reg[13][6]$_DFFE_PP_        5.08                      2
setup / recovery           rd_ptr[0]$_DFFE_PN0P_                  rd_data[7]        2.62                      6
min in group asynchronous                  rst_n            full$_DFFE_PN0P_        1.37                      1
hold reg to reg                empty$_DFFE_PN1P_           empty$_DFFE_PN1P_        0.55                      2
[area by class of cell]
type / count / share of cell area [%]
timing repair buffer: 26 / 3.73
tap: 180 / 3.39
clock inverter: 13 / 2.17
inverter: 5 / 0.283
multi-input combinational: 148 / 22.2
sequential: 138 / 61.7
clock buffer: 19 / 6.52
[cell usage in the layout (no fill, tap or decap), types with 2 or more instances in the layout]
| cell | synthesis | layout |
|---|---|---|
| nand4_1 | 2 | 2 |
| and4_1 | 3 | 3 |
| inv_2 | 2 | 2 |
| buf_4 | 3 | 5 |
| nand2_1 | 13 | 13 |
| a221oi_1 | 7 | 7 |
| clkinvlp_4 | 0 | 4 |
| dfrtp_1 | 9 | 8 |
| clkbuf_1 | 2 | 2 |
| xor2_1 | 8 | 8 |
| inv_1 | 3 | 3 |
| nor2_1 | 2 | 2 |
| mux4_2 | 15 | 15 |
| edfxtp_1 | 128 | 128 |
| clkbuf_16 | 0 | 17 |
| mux2i_1 | 32 | 32 |
| clkinv_4 | 0 | 2 |
| nand3_1 | 2 | 2 |
| a211oi_2 | 2 | 2 |
| and3_1 | 11 | 11 |
| a221oi_2 | 9 | 9 |
| ha_1 | 5 | 5 |
| inv_6 | 0 | 3 |
| o21ai_0 | 9 | 9 |
| xnor2_1 | 7 | 7 |
| a22oi_1 | 8 | 8 |
| o31ai_1 | 2 | 2 |
| clkdlybuf4s50_1 | 0 | 21 |
| nor2b_1 | 3 | 3 |
| bufinv_16 | 0 | 2 |
| clkinv_2 | 0 | 2 |
[cells by family (layout without fill, tap and decap cells)]
group / Yosys count / in the layout
adders and majority gates: 5 / 5
muxes: 49 / 49
AOI/OAI and AO/OA: 40 / 40
xor gates and xnor gates: 15 / 15
DFF: 138 / 138
and+or+nand+nor: 39 / 39
buffers and inverters: 22 / 63
[layer usage]
metal / track usage (%) / wire length, um / vias up
met1: 29.2 / 4820 / 1399
met4: 2.08 / 133 / 0
met3: 8.78 / 1030 / 9
met2: 24.4 / 4880 / 111
li1: - / - / 1311
met5: 0.347 / 0 / -
[power breakdown]
part	internal [uW]	total (uW)	switching, uW	leakage, uW
sequential	967	1060	96.3	0.00127
clock	505	825	320	0.000270
combinational	395	822	427	0.000750
[tightest hold or removal path: cells and delay by family, from the launching register on]
| kind | cells | cell delay [ns] |
|---|---|---|
| DFF | 1 | 0.40 |
| AOI/OAI and AO/OA | 2 | 0.15 |
Power figures rest on the tool's default switching activity, not on a simulated workload.
